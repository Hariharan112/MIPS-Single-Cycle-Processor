--- /design/flow/design.v ---
`timescale  1ns/1ps
module instrMem(
    input clk,
    input [31:0] readAdd,
    output reg [31:0] instruction
);
reg [7:0] memory [255:00];
initial begin
    memory[0] = 8'h00;
    memory[1]= 8'h11;
    memory[2] = 8'h10;
    memory[3] =  8'hAA;
    memory[4] = 8'h00;
    memory[5] = 8'h11;
    memory[6] = 8'h15;
    memory[7] =  8'hAA;
    memory[8] = 8'h00;
    memory[9] = 8'h22;
    memory[10] = 8'h10;
    memory[11] =  8'hBB;
    memory[12] = 8'h00;
    memory[13] = 8'h33;
    memory[14] = 8'h10;
    memory[15] =  8'hCC;
end
always @(*) begin  
    instruction[31:24] <= memory[readAdd];
    instruction[23:16] <= memory[readAdd+1];
    instruction[15:8] <= memory[readAdd+2];
    instruction[7:0] <= memory[readAdd+3];
end
endmodule
--- /design/flow/run.sh ---
#!/bin/bash
# OpenROAD 26Q1-2900-gdf79404cd8, Yosys 0.63+post, stock flow scripts
make -C /OpenROAD-flow-scripts/flow DESIGN_CONFIG=/design/flow/config.mk WORK_HOME=/design/flow/orfs finish
--- /design/flow/config.mk ---
export PLATFORM = sky130hd
export DESIGN_NAME = instrMem
export DESIGN_NICKNAME = instrMem
export VERILOG_FILES = /design/flow/design.v
export SDC_FILE = /design/flow/constraint.sdc
export NUM_CORES = 4
export LEC_CHECK = 1
export CORE_AREA = 10 10 70 70
export DIE_AREA = 0 0 80 80
--- /design/flow/constraint.sdc ---
current_design instrMem

set clk_period 1.0
set clk_io_pct 0.2

create_clock -name clk0 -period $clk_period

set non_clock_inputs [all_inputs -no_clocks]
set_input_delay [expr $clk_period * $clk_io_pct] -clock clk0 $non_clock_inputs
set_output_delay [expr $clk_period * $clk_io_pct] -clock clk0 [all_outputs]
==> ci_impl_report.md <==
## Synthesis and layout report

| Metric | Value |
|---|---|
| Filler cells | `250` |
| Antenna Diode Count | `0` |
| Failing checks | `setup timing` |
| Initial antenna violation count | `0` |
| Initial DRC Count | `15` |
| Starting Density | `20.6%` |
| Power Internal | `623 µW` |
| Crit path launch type | `input pin` |
| Cycle use final | `168%` |
| Most frequent cells after synthesis | `ha_1, nand2_1, buf_4, mux2i_1, nor2_1` |
| Worst Hold Class | `input pin to primary output` |
| # port buffers | `36` |
| Worst setup path class | `input pin to primary output` |
| Achievable frequency | `594 MHz` |
| Logic pwr share | `100.0%` |
| Vias in the first global route | `958` |
| CP Capture Type | `primary output` |
| Vias per inst | `4.39` |
| Post-place setup slack | `-1420 ps` |
| Die Area | `0.00640 mm²` |
| Post-route ant nets | `0` |
| Leak Pwr | `0.882 nW` |
| Post-synth top area share | `19.6%` |
| Post-Syn Area | `703 µm²` |
| Max-slew violation count | `0` |
| FF+latch area | `0 µm²` |
| Switching Fraction | `39.8%` |
| Layout overhead on the synthesized area | `177%` |
| # rows | `21` |
| Sequential element share of the synthesized area | `0%` |
| CP Data Required Time | `800 ps` |
| Routed WL | `3280 µm` |
| Die height | `80 µm` |
| Clock Power Share | `0%` |
| Yosys warning count | `1` |
| Reg power frac | `0%` |
| MaxCap Viol Count | `0` |
| Status | `finished, violations left` |
| Net Sw Power | `412 µW` |
| Dpl cells | `186` |
| Detailed Place HPWL | `1930 µm` |
| Finish-stage setup viols | `32` |
| Synth Instances | `92` |
| Grt total ovfl | `0` |
| Minimum clock period | `1680 ps` |
| Fraction of layout cells with a size suffix above 1 | `85.1%` |
| P per Cell Area | `532 mW/mm²` |
| WL/cell | `14.4 µm` |
| Fin. Hold Viols | `0` |
| Die width | `80 µm` |
| Arrival @ worst endpoint | `1480 ps` |
| Top cells, area | `ha_1, buf_4, mux2i_1` |
| Yosys cell count | `92` |
| Global-route wire length before repair | `4730 µm` |
| Fin cells | `227` |
| GRT Util Overall | `8.66%` |
| Dominant cell type by area after synthesis | `ha_1` |
| Number of remaining DRC errors | `0` |
| Tool warnings | `72` |
| Setup TNS | `-14,630 ps` |
| Synth cell types | `32` |
| Tot Pwr | `1.04 mW` |
| Largest net degree at the start of global routing | `8` |
| RSZ-0062 raised after global routing | `yes` |
| CORE AREA | `0.00342 mm²` |
| VDD IR max | `196 µV` |
| Relative slew slack | `84.1%` |
| Crit path to | `instruction[2]` |
| Critical path launch point | `readAdd[1]` |
| Flops | `0` |
| Chip Area, Yosys | `703 µm²` |
| Final GP Congestion | `0.826` |
| # clk buffers | `0` |
| I/O Pins | `65` |
| DR vias | `996` |
| Maximum fanout along the worst path | `4` |
| Pre-antenna DRT Iters | `4` |
| Final worst slack | `-685 ps` |
| Synthesized area per cell | `7.64 µm²` |
| Worst-margin pin slew | `237 ps` |
[worst min-delay path by stage]
stage | start | to | slack (ps) | cells after the start
4_1_cts | readAdd[2] | instruction[14] | 880 | 4
5_1_grt | readAdd[3] | instruction[25] | 820 | 4
6_report | readAdd[3] | instruction[25] | 800 | 4
[power groups by stage]
| stage | registers (mW) | logic (mW) | clock network, mW |
|---|---|---|---|
| finish | 0 | 1.04 | 0 |
| global route | 0 | 1.12 | 0 |
| CTS | 0 | 0.880 | 0 |
[cells by family after synthesis]
kind of cell	Yosys count	synth area share, %
simple gates	29	19.2
mux	7	9.96
xor+xnor	8	14.8
compound gates	21	21.4
buf+inv	16	15.1
fa+ha+maj	11	19.6
[metal layers]
metal,track usage (%),vias to the layer above,share of wire [%]
li1,-,493,-
met1,10.8,477,43
met2,15.2,26,49
met3,2.50,0,7.7
met4,0,0,0
met5,0,-,0
[layout make-up]
| cell class | count | area (µm²) | area share (%) |
|---|---|---|---|
| inverters | 3 | 15.0 | 0.771 |
| well taps | 46 | 57.6 | 2.96 |
| multi-input cells | 76 | 951 | 48.8 |
| repair buffers | 102 | 923 | 47.4 |
[critical path, stage by stage]
cell and delay [ps]:
buf_8 80, clkinvlp_4 120, ha_4 190, a21oi_4 240, xnor2_4 160, buf_6 130
buf_6 100, nand2_2 30, o21bai_1 110, buf_2 120
[cells in the final DEF (no fill, tap or decap)]
cell type / n
a21oi_2: 4
nand2_8: 1
nand3_1: 2
a21oi_4: 1
clkinvlp_4: 1
and3_4: 1
clkbuf_2: 3
a21oi_1: 2
o21ai_1: 1
xnor2_2: 2
o311ai_1: 1
nor2b_1: 2
mux2i_4: 2
o22ai_2: 1
nor3b_2: 1
buf_2: 21
o211ai_1: 1
xor2_4: 1
inv_2: 2
nand2_1: 7
buf_12: 3
o21ai_2: 5
buf_8: 3
mux2i_1: 5
xnor2_4: 5
o21bai_1: 1
o211ai_2: 2
nand3_2: 2
nand2_2: 4
nor2_1: 3
o31ai_1: 1
a211oi_1: 1
nor2_2: 4
buf_6: 42
ha_4: 11
nor2b_4: 1
buf_4: 30
and2_4: 1
[what timing repair did]
item | in CTS | in global routing
setup buffers | 32 | 14
hold buffers | 0 | 0
pin swaps | 37 | 26
setup endpoints to repair | 32 | 32
gates resized | 171 | 46
[stage by stage]
step	instance area, µm²	hold slack, ps	utilization [%]
2_1_floorplan	821	505	-
3_3_place_gp	1330	1540	38.9
3_5_place_dp	1330	1520	38.9
4_1_cts	1710	883	50.0
5_1_grt	1950	820	57.0
6_report	1950	801	57.0
No activity file was given, so power comes from the tool's default toggle rates.
