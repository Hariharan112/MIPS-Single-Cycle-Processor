### flow/config.mk
export PLATFORM = sky130hd
export DESIGN_NAME = Regfile
export DESIGN_NICKNAME = Regfile
export VERILOG_FILES = /design/flow/design.v
export SDC_FILE = /design/flow/constraint.sdc
export NUM_CORES = 4
export LEC_CHECK = 1
export CORE_UTILIZATION = 30
export SYNTH_MEMORY_MAX_BITS = 65536
### flow/constraint.sdc
current_design Regfile

set clk_period 7.6
set clk_io_pct 0.2

create_clock -name clk0 -period $clk_period [get_ports {clk}]

set non_clock_inputs [all_inputs -no_clocks]
set_input_delay [expr $clk_period * $clk_io_pct] -clock clk0 $non_clock_inputs
set_output_delay [expr $clk_period * $clk_io_pct] -clock clk0 [all_outputs]
### flow/design.v
`timescale 1ns/1ps
module Regfile(
    input clk,
    input [4:0] readRegA, readRegB, writeReg,
    input [31:0] writeData,
    input RegWrite,
    output reg [31:0] regA, regB
);
reg [31:0] regMem [255:0];
initial begin
    regMem[1] = 8'hAD;
    regMem[2] = 8'hAD;
    regMem[3] = 8'hAD;
    regMem[4] = 8'hAD;
end
always @(posedge clk) begin
    if(RegWrite) begin
        regMem[writeReg] <= writeData;
    end
end
always @(negedge clk) begin
    regA <= regMem[readRegA];
    regB <= regMem[readRegB];
end
endmodule
### flow/run.sh
#!/bin/bash
# OpenROAD 26Q1-2900-gdf79404cd8, Yosys 0.63+post, stock flow scripts
make -C /OpenROAD-flow-scripts/flow DESIGN_CONFIG=/design/flow/config.mk WORK_HOME=/design/flow/orfs finish
==> run_results.csv <==
group,metric,value,unit
run_status,status,"finished, final reports clean",
clocking,cts_tree,"yes",
clocking,ctsResizeCount,0,
pwr,switching_power,3180,uW
pwr,ir_drop,0.175,mV
grt,first_global_vias,33100,
setup_path,crit_buf_inv,1,
final_timing,finalSetupTns,0,ns
setup_path,criticalPathCategory,"reg -> out",
clocking,hold_buffers,0,
clocking,post_cts_buffers,0,
run,log.warning_count,90,
routing,dr.pass1.iters,22,
pwr,power.total,13500,uW
yosys,fa_ha_area_share,0,%
yosys,ys_seq_share,64.0,%
setup_path,endpoint_kind,"primary output",
setup_path,critPathSlowestCell,"clkdlybuf4s50_1",
final_timing,finalSetupViolations,0,
yosys,ys_area,50100,sq um
worst_hold_path,min_path_type,"in -> reg",
floorplan,die_h,411,um
yosys,syn-cell-area,50100,sq um
final_timing,drv_slew,0,
finish,drive_gt1_share,11.8,%
final_timing,grt_setup_unrepaired,"no",
grt,grt_max_degree,56,
routing,viasPerCell,5.34,
pwr,combPwrFrac,8.9,%
clocking,htree_levels,3,
place,hpwl,98300,um
yosys,topCombFamilyByArea,"multiplexers",
routing,vias,32100,
yosys,ys_ff,1088,
setup_path,required,6.08,ns
pwr,p_sw_share,23.5,%
finish,area_delta_synth_final,18.0,%
floorplan,die_w,411,um
yosys,synthAoiAreaFrac,7.84,%
floorplan,initCoreUtil,30.3,%
setup_path,cp_max_fo,1,
setup_path,cp.arrival,5.59,ns
grt,grt_pass1_wl,232000,um
floorplan,chip_area,169000,sq um
pwr,seqPwrFrac,49.9,%
yosys,synth_cell_types,23,
setup_path,crit_chain,"clkdlybuf4s50_1",
clocking,clock_sinks,1088,
routing,drt-total-wl,163000,um
yosys,ys_sh_mux,20.5,%
routing,drt_iter0_drc,2286,
setup_path,start_kind,"flip-flop",
run,maxCapViolations,0,
yosys,synth-xor-area-share,0,%
setup_path,cpLargestDelayFamily,"buffers and inverters",
pwr,internal-power,10400,uW
final_timing,worst_slew_pin_slew,1.02,ns
routing,post_drt_wl_per_cell,27.2,um
clocking,cts.path.max_buffers,3,
yosys,yosysCellCount,3456,
yosys,synth-simple-area-share,4.58,%
pwr,pwr-share-clk,41.2,%
grt,grt_overflow,0,
routing,ant_nets,0,
finish,layout_top_cells,"mux2i_1, edfxtp_1, nand2_1, nand3_1",
place,port_buffers,112,
place,gp_congestion,0.906,
final_timing,hold_violations,0,
final_timing,fin_skew,0.0243,ns
finish,fill_cells,15400,
grt,groute.usage.overall,20.2,%
floorplan,rows,149,
clocking,clkTransAtPathRegs,0.06,ns
clocking,cts-root-buf,"clkbuf_16",
yosys,yosys_warnings,1,
pwr,pwr_density_cell,229,nW/um^2
floorplan,core_region_area,165000,sq um
routing,drcViolationCount,0,
yosys,postSynthAreaPerCell,14.5,sq um
clocking,cts_made_buffers,110,
setup_path,critPathMaxStageDelay,0.58,ns
pwr,leakage,0.0219,uW
clocking,clock_latency,0.71,ns
final_timing,max_slew_margin,31.5,%
floorplan,io_pins,113,
grt,antenna_found_initial,13,
yosys,synthCells,3456,
-- path summary, 6_finish.rpt --
kind / to / cells after the start / from / slack (ns)
setup / recovery: regB[5] / 1 / regB[5] / 0.49
hold / removal: regMem[25][9] / 2 / writeData[9] / 1.63
setup reg to reg: regB[28] / 5 / regMem[7][28] / 2.32
hold reg to reg: regA[23] / 4 / regMem[9][23] / 4.42
-- layer usage --
layer	routed length, um	up-vias	part of all wire, %	track usage, %
met4	6040	20	3.7	6.10
met5	149	-	0.091	0
met3	23800	305	15	12.7
met2	75900	1775	46	31.0
met1	57500	15800	35	23.8
li1	-	14200	-	-
-- flip-flops by register name, indices dropped and copies added (netlist names) --
register / flops
regMem: 1024
regA: 32
regB: 32
-- cells by family after synthesis --
family,after synthesis
AOI/OAI and AO/OA,576
buffers and inverters,256
DFF,1088
muxes,1024
and+or+nand+nor,512
-- per-stage QoR --
step	utilization (%)	std cells	area (sq um)	hold slack (ns)	setup WS, ns
floorplan	-	3456	50100	1.62	1.08
global placement	33.4	5742	55200	2.35	-0.234
detailed placement	33.4	5742	55200	2.36	-0.214
CTS	35.7	6011	59100	1.58	0.437
global route	35.7	6013	59100	1.62	0.433
finish	35.7	6014	59100	1.63	0.493
-- Yosys cell counts --
cell type / n / area (sq um)
nor3_1: 64 / 320
dfxtp_1: 64 / 1280
nand2_1: 198 / 743
nor2_1: 35 / 131
nor2b_1: 7 / 43.8
nand4_1: 1 / 6.26
buf_1: 10 / 37.5
nand3_1: 196 / 981
inv_1: 1 / 3.75
edfxtp_1: 1024 / 30700
or2_2: 3 / 18.8
a22o_1: 128 / 1120
a22oi_1: 192 / 1440
buf_2: 71 / 355
mux2i_1: 1024 / 10200
clkbuf_1: 77 / 289
a21oi_1: 192 / 961
nand2b_1: 6 / 37.5
a31oi_1: 64 / 400
buf_4: 49 / 368
buf_6: 44 / 495
and2_1: 2 / 12.5
clkbuf_4: 4 / 30.0
-- power groups by stage --
stage / registers, uW / clock network, uW / logic, uW
after CTS: 6760 / 5660 / 1200
after global routing: 6760 / 5910 / 1270
final: 6750 / 5570 / 1200
-- layout make-up --
type / instances / area (sq um) / area share (%)
flip-flops and latches: 1088 / 32000 / 54.2
multi-input cells: 2112 / 16800 / 28.4
diodes: 3 / 7.51 / 0.0127
well taps: 2189 / 2740 / 4.64
clock inverters: 131 / 845 / 1.43
repair buffers: 352 / 3670 / 6.21
clock buffers: 139 / 3020 / 5.11
Power is estimated from default activity; no workload was simulated.
