$ cat run.sh
#!/bin/bash
# OpenROAD 26Q1-2900-gdf79404cd8, Yosys 0.63+post, stock flow scripts
make -C /OpenROAD-flow-scripts/flow DESIGN_CONFIG=/design/flow/config.mk WORK_HOME=/design/flow/orfs finish
$ cat config.mk
export PLATFORM = sky130hd
export DESIGN_NAME = DataMem
export DESIGN_NICKNAME = DataMem
export VERILOG_FILES = /design/flow/design.v
export SDC_FILE = /design/flow/constraint.sdc
export NUM_CORES = 4
export LEC_CHECK = 1
export CORE_UTILIZATION = 40
$ cat constraint.sdc
current_design DataMem

set clk_period 85.1
set clk_io_pct 0.2

create_clock -name clk0 -period $clk_period [get_ports {clk}]

set non_clock_inputs [all_inputs -no_clocks]
set_input_delay [expr $clk_period * $clk_io_pct] -clock clk0 $non_clock_inputs
set_output_delay [expr $clk_period * $clk_io_pct] -clock clk0 [all_outputs]
$ cat design.v
`timescale 1ns/1ps
module DataMem(
    input clk,
    input memread, memwrite,
    input [31:0] address, writeData,
    output reg [31:0] data1
);
reg [7:0] memory [255:0]; 
initial begin
    memory[0] = 8'h00;
    memory [1] = 8'h11;
    memory [2] = 8'h10;
    memory [3] =  8'hAA;
end
always @(posedge clk) begin
    if (memwrite) begin
        memory[address] <= writeData[31:24];
        memory[address +1] <= writeData[23:16];
        memory[address +2] <= writeData[15:8];
        memory[address +3] <= writeData[7:0];
    end
    if (memread) begin
        data1[31:24] <=memory[address];
        data1[23:16] <= memory[address+1];
        data1[15:8] <= memory[address+2];
        data1[7:0] <= memory[address+3];
    end
end
endmodule
==> run summary <==
WHS: 1.30 ns
CP most frequent cell: buf_4
Max Cap Violations: 0
Synth area leaders: edfxtp_1, mux4_2, mux2i_1
Die X: 718 um
drt drc: 0
P_int: 0.00214 W
Reg2Reg Capture Point: data1[6]
Hold Vio Cnt, Final: 0
crit start category: input port
CP max FO: 61
status: finished, final reports clean
drt first pass iters: 13
Total Routed Length: 1200000 um
Global Route Usage Sum: 48.5%
Post-synth EDFFs: 2080
clock skew: 0.0725 ns
Slew HR: 11.3%
io pins: 99
Synth async-reset ratio: 0%
die area: 0.516 mm2
Final TNS setup: 0 ns
Area leader share: 30.4%
maximum vdd drop: 19.5 uV
fmax: 41.5 MHz
RSZ-0062 raised after global routing: no
post-cts sizing count: 0
post-layout period usage: 28.3%
final core utilization: 43.8%
Min-Delay Path Class: reg -> reg
WP data required: 85.60 ns
r2r startpoint: memory[125][6]
clk latency late pin: 1.05 ns
initial antenna violation count: 201
register share after synthesis: 30.4%
yosys stat cell total: 18049
Yosys chip area: 0.205 mm2
FILL cells: 46025
Root Driver: clkbuf_16
Yosys warnings: 1
largest area contributor in the netlist: edfxtp_1
tool warning count: 66
critical path's largest stage delay: 0.86 ns
Worst Path Buf+Inv: 7
Die Ht: 718 um
sequential share of power: 35.0%
crit path DAT: 24.58 ns
Least-Margin Pin Slew: 1.32 ns
vias in the first global route: 170088
Top Family by Delay on Critical Path: buffers and inverters
Inserted Clock Buffers: 282
worst path cell trace: buf_16 -> buf_4 -> buf_4 -> buf_4 -> buf_4 -> buf_4 -> buf_4 -> mux4_2 -> mux4_2 -> nand2_1 -> a21oi_1 -> nor4_1 -> nand3_1
Sequential Area: 0.0625 mm2
Detail Route Antenna Nets: 0
largest net degree at the start of global routing: 103
Dominant flop cell: edfxtp_1
kind of critical path: in -> reg
layout cells sized above 1: 35.5%
first-pass GRT wire length: 1580000 um
cts hold-fix bufs: 0
Synth top cells by count: mux4_2, mux2i_1, nand2_1, edfxtp_1, mux2_2
CTS Buffer Depth: 4
clock power share: 37.7%
Max H-tree Level: 5
Switching Share: 35.7%
syn avg cell area: 11.4 um2
Routed wire per std cell: 49.3 um
CTS tree: done
area of the core: 0.510 mm2
Slowest-stage cell, CP: nand3_1
NetSw: 0.00119 W
number of clock sinks: 2080
IO buf count: 74
Cell Area, Synth: 0.205 mm2
count of final setup violators: 0
row cnt: 262
hold path depth: 6
Setup Buffers After CTS: 0
clk slew on worst S/H paths: 0.06 ns
Pwr Density: 14.9 mW/mm2
hold worst-path end: data1[19]
Post-Syn Instances: 18049
GPL Wtd Cong: 1.15
Post-DP HPWL: 816000 um
Setup crit end kind: register
combinational share of power: 27.3%
Hold Crit Start: memory[7][3]
post-layout minimum cycle time: 24.08 ns
Power Total: 0.00333 W
r2r setup slk: 80.43 ns
Initial Util: 40.2%
post-synthesis register bit count: 2080
total vias in the final route: 182698
Initial DRC Count: 22385
most frequent cell after synthesis: mux4_2
vias per inst: 7.49
r2r worst-path depth: 7
Final Slew Violations: 0
Netlist cell types: 91
Layout area overhead: 8.81%
combinational gate area: 0.133 mm2
Pleak: 76.7 nW
gr ovfl total: 0
## state kept, by name, summed over array words and instances (netlist names)
| signal | count |
|---|---|
| data1 | 32 |
| memory | 2048 |
## power groups by stage
stage / logic, W / registers [W] / clock network [W]
6_report: 0.000910 / 0.00116 / 0.00125
5_1_grt: 0.000888 / 0.00116 / 0.00128
4_1_cts: 0.000838 / 0.00116 / 0.00125
## routing by layer
| metal | global-route usage (%) | vias to the layer above | share of wire [%] |
|---|---|---|---|
| li1 | - | 69270 | - |
| met1 | 52.4 | 90378 | 30 |
| met2 | 58.9 | 18233 | 39 |
| met3 | 41.4 | 4564 | 21 |
| met4 | 35.9 | 253 | 9.7 |
| met5 | 20.6 | - | 1.0 |
## kinds of logic (layout without fill, tap and decap cells)
logic type               Yosys count  count (layout)  synth area share (%)
AND/OR/NAND/NOR                 4284            4284                  8.94
adder cells (fa/ha/maj)            9               9                0.0549
buffers and inverters           2350            1594                  5.23
other                              0             380                     0
multiplexers                    6512            6512                  47.3
XOR/XNOR                          17              17                0.0798
flip-flops                      2080            2080                  30.4
AND-OR/OR-AND                   2797            2797                  7.94
## metrics by stage
step                cells  instance area [um2]  setup WS (ns)
floorplan           18049               205000          63.59
global placement    23518               213000          60.24
detailed placement  23518               213000          60.20
CTS                 24025               222000          61.27
global route        24225               223000          60.67
finish              24405               223000          61.02
## final cells by class
class / instances / area share, %
Timing Repair Buffer: 1082 / 3.95
Inverter: 5 / 0.00952
Sequential cell: 2080 / 28.0
Antenna cell: 380 / 0.426
Tap cell: 6732 / 3.77
Multi-Input combinational cell: 13619 / 59.8
Clock inverter: 170 / 0.863
Clock buffer: 337 / 3.26
## worst min-delay path: stages, from the launching register on
cell and delay [ns]:
edfxtp_1 0.39, mux4_2 0.25, nand2_1 0.05, nand3_1 0.08, nand2_1 0.06, o22ai_1 0.11
or4_1 0.21
## cells in the final DEF (no fill, tap or decap), types with 93 or more instances in the layout
cell and instances:
nand4_1 93, mux4_2 2361, mux2i_1 2210, diode_2 380, nor3_2 196, buf_4 982
mux2_2 1941, clkbuf_16 283, a21o_1 128, nor3_1 117, nand3_1 460, o21ai_0 1012
edfxtp_1 2080, nor2_1 1049, a211oi_1 147, a21oi_1 883, o21ai_1 164, nand2_1 2100
## how the worst max path moves through the flow
stage | endpoint | slack (ns) | cells after the start | start
4_1_cts | data1[19] | 61.27 | 13 | address[0]
6_report | data1[21] | 61.02 | 13 | address[0]
5_1_grt | data1[18] | 60.67 | 12 | address[0]
Power figures rest on the tool's default switching activity, not on a simulated workload.
